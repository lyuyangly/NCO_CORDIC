<file path="./run.sh">
#!/bin/bash
# OpenROAD 26Q1-2900-gdf79404cd8, Yosys 0.63+post, stock flow scripts
make -C /OpenROAD-flow-scripts/flow DESIGN_CONFIG=/design/flow/config.mk WORK_HOME=/design/flow/orfs finish
</file>
<file path="./config.mk">
export PLATFORM = sky130hd
export DESIGN_NAME = nco
export DESIGN_NICKNAME = nco
export VERILOG_FILES = /design/flow/design.v
export SDC_FILE = /design/flow/constraint.sdc
export NUM_CORES = 4
export LEC_CHECK = 1
export CORE_UTILIZATION = 30
</file>
<file path="./constraint.sdc">
current_design nco

set clk_period 13.4
set clk_io_pct 0.2

create_clock -name clk0 -period $clk_period [get_ports {clk_i}]

set non_clock_inputs [all_inputs -no_clocks]
set_input_delay [expr $clk_period * $clk_io_pct] -clock clk0 $non_clock_inputs
set_output_delay [expr $clk_period * $clk_io_pct] -clock clk0 [all_outputs]
</file>
<file path="./design.v">
`timescale 1ns / 100ps
module cordic_cell #(
	parameter	VEC_WIDTH = 16,
	parameter	ANG_WIDTH = 16,
	parameter	THETA = 0,
	parameter	N = 0	)(
	input	wire							clk,
	input  	wire	signed	[VEC_WIDTH  :0] x_i,
	input  	wire	signed	[VEC_WIDTH  :0] y_i,
	input  	wire	signed	[ANG_WIDTH-1:0] z_i,
	output	reg 	signed	[VEC_WIDTH  :0] x_o,
	output	reg 	signed	[VEC_WIDTH  :0] y_o,
	output	reg 	signed	[ANG_WIDTH-1:0] z_o
);
always @ (posedge clk)
begin
	if (z_i[ANG_WIDTH-1] == 1'b0)	 
	begin
		x_o <= x_i - (y_i >>> N);
		y_o <= y_i + (x_i >>> N);
		z_o <= z_i - THETA;
	end
	else begin						 
		x_o <= x_i + (y_i >>> N);
		y_o <= y_i - (x_i >>> N);
		z_o <= z_i + THETA;
	end
end
endmodule
`timescale 1ns / 100ps
module cordic_pipelined #(
	parameter	VEC_WIDTH = 16,
	parameter	ANG_WIDTH = 16 )(
	input	wire							clk,
	input	wire		[ANG_WIDTH-1:0]		z_i,
	output	reg	signed	[VEC_WIDTH-1:0]		cos_o,
	output	reg	signed	[VEC_WIDTH-1:0]		sin_o
);
wire signed [VEC_WIDTH  :0] x [0:16];
wire signed [VEC_WIDTH  :0] y [0:16];
wire signed [ANG_WIDTH-1:0] z [0:16];
assign x[0] = 17'sd19898;
assign y[0] = 17'sd0;
wire [ANG_WIDTH-1:0] z_t = z_i - 16'd16384;
assign z[0] = (z_t[ANG_WIDTH-1])? ($signed(z_t) + 16'sd8192) : ($signed(z_t) - 16'sd8192);
reg		sr	[15:0];
integer n;
always @ (posedge clk)
begin
	for (n = 15; n>0; n = n-1)
	begin
		sr[n] <= sr[n-1];
	end
	sr[0] <= z_t[ANG_WIDTH-1];
end
wire sel = sr[15];
cordic_cell #(.THETA(16'sd4096),.N(0)) cell0
(
	.clk(clk),
	.x_i(x[0]),
	.y_i(y[0]), 
	.z_i(z[0]),
	.x_o(x[1]),
	.y_o(y[1]),
	.z_o(z[1])
);
cordic_cell #(.THETA(16'sd2418),.N(1)) cell1
(
	.clk(clk),
	.x_i(x[1]),
	.y_i(y[1]), 
	.z_i(z[1]),
	.x_o(x[2]),
	.y_o(y[2]),
	.z_o(z[2])
);
cordic_cell #(.THETA(16'sd1278),.N(2)) cell2
(
	.clk(clk),
	.x_i(x[2]),
	.y_i(y[2]), 
	.z_i(z[2]),
	.x_o(x[3]),
	.y_o(y[3]),
	.z_o(z[3])
);
cordic_cell #(.THETA(16'sd649),.N(3)) cell3
(
	.clk(clk),
	.x_i(x[3]),
	.y_i(y[3]), 
	.z_i(z[3]),
	.x_o(x[4]),
	.y_o(y[4]),
	.z_o(z[4])
);
cordic_cell #(.THETA(16'sd326),.N(4)) cell4
(
	.clk(clk),
	.x_i(x[4]),
	.y_i(y[4]), 
	.z_i(z[4]),
	.x_o(x[5]),
	.y_o(y[5]),
	.z_o(z[5])
);
cordic_cell #(.THETA(16'sd163),.N(5)) cell5
(
	.clk(clk),
	.x_i(x[5]),
	.y_i(y[5]), 
	.z_i(z[5]),
	.x_o(x[6]),
	.y_o(y[6]),
	.z_o(z[6])
);
cordic_cell #(.THETA(16'sd81),.N(6)) cell6
(
	.clk(clk),
	.x_i(x[6]),
	.y_i(y[6]), 
	.z_i(z[6]),
	.x_o(x[7]),
	.y_o(y[7]),
	.z_o(z[7])
);
cordic_cell #(.THETA(16'sd41),.N(7)) cell7
(
	.clk(clk),
	.x_i(x[7]),
	.y_i(y[7]), 
	.z_i(z[7]),
	.x_o(x[8]),
	.y_o(y[8]),
	.z_o(z[8])
);
cordic_cell #(.THETA(16'sd20),.N(8)) cell8
(
	.clk(clk),
	.x_i(x[8]),
	.y_i(y[8]), 
	.z_i(z[8]),
	.x_o(x[9]),
	.y_o(y[9]),
	.z_o(z[9])
);
cordic_cell #(.THETA(16'sd10),.N(9)) cell9
(
	.clk(clk),
	.x_i(x[9]),
	.y_i(y[9]), 
	.z_i(z[9]),
	.x_o(x[10]),
	.y_o(y[10]),
	.z_o(z[10])
);
cordic_cell #(.THETA(16'sd5),.N(10)) cell10
(
	.clk(clk),
	.x_i(x[10]),
	.y_i(y[10]), 
	.z_i(z[10]),
	.x_o(x[11]),
	.y_o(y[11]),
	.z_o(z[11])
);
cordic_cell #(.THETA(16'sd3),.N(11)) cell11
(
	.clk(clk),
	.x_i(x[11]),
	.y_i(y[11]), 
	.z_i(z[11]),
	.x_o(x[12]),
	.y_o(y[12]),
	.z_o(z[12])
);
cordic_cell #(.THETA(16'sd1),.N(12)) cell12
(
	.clk(clk),
	.x_i(x[12]),
	.y_i(y[12]), 
	.z_i(z[12]),
	.x_o(x[13]),
	.y_o(y[13]),
	.z_o(z[13])
);
cordic_cell #(.THETA(16'sd1),.N(13)) cell13
(
	.clk(clk),
	.x_i(x[13]),
	.y_i(y[13]), 
	.z_i(z[13]),
	.x_o(x[14]),
	.y_o(y[14]),
	.z_o(z[14])
);
cordic_cell #(.THETA(16'sd0),.N(14)) cell14
(
	.clk(clk),
	.x_i(x[14]),
	.y_i(y[14]), 
	.z_i(z[14]),
	.x_o(x[15]),
	.y_o(y[15]),
	.z_o(z[15])
);
cordic_cell #(.THETA(16'sd0),.N(15)) cell15
(
	.clk(clk),
	.x_i(x[15]),
	.y_i(y[15]), 
	.z_i(z[15]),
	.x_o(x[16]),
	.y_o(y[16]),
	.z_o(z[16])
);
wire signed [VEC_WIDTH:0] x_t = (sel) ? -y[16] : y[16];
wire signed [VEC_WIDTH:0] y_t = (sel) ? x[16] : -x[16];
always @ (posedge clk)
begin
	cos_o <= (x_t[VEC_WIDTH]) ? ((x_t[VEC_WIDTH-1]==1'b1) ? x_t[15:0] : 16'h8001) : ((x_t[VEC_WIDTH-1]==1'b0) ?x_t[15:0] : 16'h7FFF);
	sin_o <= (y_t[VEC_WIDTH]) ? ((y_t[VEC_WIDTH-1]==1'b1) ? y_t[15:0] : 16'h8001) : ((y_t[VEC_WIDTH-1]==1'b0) ?y_t[15:0] : 16'h7FFF);
end
endmodule
`timescale 1ns / 100ps
module nco #(
	parameter	VEC_WIDTH = 16,
	parameter	ANG_WIDTH = 16,
	parameter	ACC_WIDTH = 32	)(
	input	wire						clk_i,
	input	wire						rst_n,
	input	wire	[ACC_WIDTH-1:0]		acc_i,
	output	signed	[VEC_WIDTH-1:0]		cos_o,
	output	signed	[VEC_WIDTH-1:0]		sin_o
	);
reg		[ACC_WIDTH-1:0]		acc;
always @ (posedge clk_i, negedge rst_n)
begin
	if (!rst_n)
		acc <= 'd0;
	else
		acc <= acc + acc_i;
end
wire [ANG_WIDTH-1:0] z_i = acc[ACC_WIDTH-1 : ACC_WIDTH-ANG_WIDTH+1];
cordic_pipelined #(
	.VEC_WIDTH		(VEC_WIDTH),
	.ANG_WIDTH		(ANG_WIDTH)
)	cordic_inst (
	.clk			(clk_i),
	.z_i			(z_i),
	.cos_o			(cos_o), 
	.sin_o			(sin_o)
);
endmodule
</file>
==> results_slide.txt <==
Flow Results at a Glance

Status
  • Status: complete, no violations

Clocking
  • CTS buffer count: between 90 and 100
  • Htree depth: 3
  • Clock Tree Buf Depth: 3
  • Root Buffer: clkbuf_16
  • Latency at later pin: just over 0.7 ns
  • CTS clk-pin slew, worst paths: roughly 0.060 ns
  • Post-CTS Hold Fix Bufs: 0
  • Postcts setup bufs: 0
  • CTS tree: yes
  • Resized Gates After CTS: 0
  • Clock sink count: between 700 and 800

Final timing
  • Fin. max-slew vios: 0
  • Fin crit period: approximately 5 ns
  • Period utilization: a little under two fifths
  • Worst-margin pin slew: approximately 0.99 ns
  • Worst hold margin: 0.320 ns
  • Fmax: between 150 and 200 MHz
  • Worst Clk Skew: 0.0539 ns
  • Setup TNS: 0 ns
  • RSZ-0062 raised after global routing: no
  • Rel. slew slack: between 30 and 40%
  • Worst setup margin: 8.32 ns
  • # setup viols final: 0
  • Final hold vios: 0

Global route
  • Largest net degree at the start of global routing: about 41
  • Initial antenna violation count: 1
  • Total GRT Usage: between 10% and 20%
  • First-pass GRT wire length: approximately 190,000 um
  • Vias in the first global route: approximately 39,000
  • Overflow after GRT: 0

Routing
  • Iter 0 DRT Violations: approximately 2,200
  • Initial DRT Pass Iterations: 5
  • Detailed-route wire length: between 100,000 and 150,000 um
  • Routed via count: around 41,000
  • Routed Antenna Nets: 0
  • DR DRC count: 0
  • Wire per inst: between 10 and 15 um
  • DR vias/cell: around 4.8

Place
  • Pre-CTS WS: 7.58 ns
  • Detailed Place HPWL: slightly below 90,000 um
  • Cells after DPL: just over 8,000
  • IO Port Bufs: 65
  • GP Congestion: 0.888

Synth
  • Sequential area share after synthesis: between 30% and 40%
  • Distinct lib cells: between 80 and 90
  • YS warnings: 20
  • EDFF count, synth: 0
  • #FFs+latches synth: approximately 800
  • Dominant register cell: dfxtp_1
  • YS chip area: 0.0525 sq mm
  • Post-Syn Instances: about 6,000
  • Async set-reset flop share out of synthesis: between 4 and 5%
  • Number of cells in Yosys stat: 5,953
  • Synth Area per Inst: approximately 8.8 sq um
  • Cell area after synthesis: about 0.052 sq mm

Job
  • Max-cap violation count: 0
  • Tool Warnings: 37

Setup path
  • Worst reg2reg setup slack: approximately 9.5 ns
  • R2r worst-path depth: 12
  • Crit-path max FO: 4
  • Worst Setup End Kind: flip-flop
  • Critical path launch point type: input port
  • Top cell by count, worst path: o31ai_1
  • Reg2reg start: cordic_inst.cell5.x_o[9]$_DFF_P_
  • Required @ worst endpoint: between 10 and 15 ns
  • Crit-path cells: clkdlybuf4s50_1 > ha_1 > inv_1 > fa_1 > nor2b_1 > o31ai_1 > a211oi_1 > nor3_1 > o31ai_1 > nor2_1 > a211o_1
  • FF-to-FF End: cordic_inst.cell6.y_o[16]$_DFF_P_
  • CP top delay family: AND-OR/OR-AND gates
  • CP max-delay cell: o31ai_1
  • Worst stage delay on the critical path: 0.59 ns
  • Critical path class: input port to flip-flop
  • Worst EP arrival: about 5.7 ns
  • Worst path bufs/invs: 2

Finish
  • Syn-to-layout area delta: 12.8%
  • Non-Filler Instances: 8,451
  • Reg with most FFs: acc
  • Max FFs per register: 32
  • Share of layout cells above drive strength 1: under 10%

Floorplan
  • Init Core Util: a little under a third
  • Die W: roughly 420 um
  • IO Pins: about 66
  • Rows: between 150 and 200
  • Die area: around 0.18 sq mm
  • Die Span Y: around 420 um
  • Core area: 0.174 sq mm

Worst hold path
  • Worst Hold Depth: 0
  • Min-delay src: cordic_inst.sr[14]$_DFF_P_
  • Min-delay worst type: flip-flop to flip-flop
  • Worst Hold End: cordic_inst.sr[15]$_DFF_P_
-- cell families (layout without fill, tap and decap cells) --
logic type | count (synthesis) | count (layout) | share of synthesized area (%)
AOI/OAI and AO/OA | 1623 | 1623 | 19.8
muxes | 53 | 53 | 1.05
DFF | 789 | 789 | 30.4
buffers and inverters | 494 | 666 | 3.59
and+or+nand+nor | 1481 | 1481 | 13.8
xor gates and xnor gates | 735 | 735 | 12.3
other | 1 | 2 | 0.00714
adders and majority gates | 777 | 777 | 19.1
-- how the worst max path moves through the flow --
stage	start	end	slack (ns)	cells past startpoint
finish	acc_i[0]	acc[30]$_DFF_PN0_	8.32	11
global route	acc_i[0]	acc[30]$_DFF_PN0_	8.11	11
CTS	acc_i[0]	acc[30]$_DFF_PN0_	8.37	11
-- cell usage in the layout (no fill, tap or decap), types with 18 or more instances in the layout --
master           netlist  final
a2111oi_0             27     27
a211oi_1              37     37
a21boi_0              21     21
a21o_1               205    205
a21oi_1              555    555
a221oi_1              18     18
a31oi_1               78     78
and3_1                72     72
buf_4                  1     21
clkbuf_16              0     94
clkbuf_8               1     21
clkdlybuf4s50_1        0     64
dfrtp_1               32     32
dfxtp_1              757    757
fa_1                  43     43
ha_1                 729    729
inv_1                403    403
mux2_2                18     18
mux2i_1               35     35
nand2_1              240    240
nand2b_1              53     53
nand3_1              107    107
nand4_1               53     53
nor2_1               474    474
nor2b_1               62     62
nor3_1               226    226
nor3b_1               18     18
nor4_1                45     45
o2111ai_1             18     18
o211ai_1              26     26
o21a_1                66     66
o21ai_0              268    268
o21bai_1              84     84
o31a_1                26     26
o31ai_1               33     33
o41ai_1               28     28
or3_1                 31     31
or4_1                 23     23
xnor2_1              496    496
xor2_1               236    236
-- cells in the mapped netlist (all sizes together) (11+ instances only) --
master	instances	area [sq um]
o21ai	269	1350
nor3b	18	135
a2111oi	28	246
nand3b	11	82.6
fa	43	861
mux2i	35	350
o31a	26	228
nand3	107	536
a211oi	37	278
mux2	18	203
o21a	66	495
nand2	241	907
nand4	53	332
or4	25	195
or2	14	87.6
o211ai	26	195
dfxtp	757	15200
dfrtp	32	801
o31ai	33	248
a311oi	13	114
o2111ai	18	158
a21boi	22	169
nor2	475	1790
clkbuf	70	273
xor2	238	2100
inv	403	1510
a31oi	78	488
o41ai	30	289
nor4	46	294
nand2b	53	332
o311ai	13	114
nor2b	62	388
a21oi	563	2850
o21bai	84	631
o22ai	16	100
a221oi	18	158
xnor2	497	4360
and3	72	450
ha	729	9120
a211o	15	131
and2	17	106
or3	31	194
nor3	226	1130
a21o	205	1540
buf	17	82.6
-- metrics by stage --
stage               cell area [sq um]  util [%]
finish                          59200      34.1
detailed placement              55800      32.1
floorplan                       52500         -
CTS                             59200      34.1
global placement                55800      32.1
global route                    59200      34.1
-- area by class of cell --
cell class                 instances  area (sq um)
fill                           17536        115000
multi-input combinational       4670         34600
sequential                       789         16000
tap                             2325          2910
clock buffer                     126          2680
inverter                         407          1530
timing repair buffer              86           803
clock inverter                    47           679
antenna                            1          2.50
-- worst register-to-register path: cells and delay by family (launching register included) --
family | cells | cell delay [ns]
adders and majority gates | 1 | 0.20
xor gates and xnor gates | 1 | 0.16
DFF | 1 | 0.36
and+or+nand+nor | 4 | 1.21
AOI/OAI and AO/OA | 6 | 1.88
-- metal layers --
metal  GRT usage [%]  share of wire, %  vias up
met3            1.60               3.3      175
met5               0                 0        -
met2            22.2                47      572
li1                -                 -    21660
met4            2.92               2.4        0
met1            17.9                48    18446
